==> design/flow/design.v <==
module uart #(
    parameter CLK_FREQ = 50000000,  
    parameter BAUD     = 115200
)(
    input  wire        clk,
    input  wire        reset,
    input  wire [15:0] addr,
    input  wire [7:0]  data_in,
    output reg  [7:0]  data_out,
    input  wire        mem_read,
    input  wire        mem_write,
    output reg         tx,
    input  wire        rx
);
    localparam UART_TX_ADDR     = 16'hFF00;
    localparam UART_RX_ADDR     = 16'hFF01;
    localparam UART_STATUS_ADDR = 16'hFF02;
    localparam integer DIV = CLK_FREQ / BAUD;
    reg [9:0] tx_shift = 10'b1111111111;  
    reg [15:0] tx_div_cnt = 0;
    reg [3:0]  tx_bit_cnt = 0;
    reg        tx_busy = 0;
    reg [9:0] rx_shift = 0;
    reg [15:0] rx_div_cnt = 0;
    reg [3:0]  rx_bit_cnt = 0;
    reg        rx_busy = 0;
    reg [7:0]  rx_data = 0;
    reg        rx_ready = 0;
    always @(posedge clk or posedge reset) begin
        if (reset) begin
            tx <= 1'b1;  
            tx_busy <= 0;
            tx_shift <= 10'b1111111111;
        end else begin
            if (mem_write && addr == UART_TX_ADDR && !tx_busy) begin
                tx_shift <= {1'b1, data_in, 1'b0};  
                tx_bit_cnt <= 0;
                tx_div_cnt <= 0;
                tx_busy <= 1;
            end
            if (tx_busy) begin
                if (tx_div_cnt == DIV-1) begin
                    tx_div_cnt <= 0;
                    tx <= tx_shift[0];
                    tx_shift <= {1'b1, tx_shift[9:1]};
                    tx_bit_cnt <= tx_bit_cnt + 1;
                    if (tx_bit_cnt == 9) tx_busy <= 0;
                end else begin
                    tx_div_cnt <= tx_div_cnt + 1;
                end
            end
        end
    end
    always @(posedge clk or posedge reset) begin
        if (reset) begin
            rx_busy <= 0;
            rx_ready <= 0;
        end else begin
            if (!rx_busy && !rx) begin
                rx_busy <= 1;
                rx_div_cnt <= DIV/2;  
                rx_bit_cnt <= 0;
            end else if (rx_busy) begin
                if (rx_div_cnt == DIV-1) begin
                    rx_div_cnt <= 0;
                    rx_shift <= {rx, rx_shift[9:1]};
                    rx_bit_cnt <= rx_bit_cnt + 1;
                    if (rx_bit_cnt == 9) begin
                        rx_busy <= 0;
                        rx_data <= rx_shift[8:1];
                        rx_ready <= 1;
                    end
                end else begin
                    rx_div_cnt <= rx_div_cnt + 1;
                end
            end
            if (mem_read && addr == UART_RX_ADDR) rx_ready <= 0;
        end
    end
    always @(*) begin
        case (addr)
            UART_RX_ADDR:     data_out = rx_data;
            UART_STATUS_ADDR: data_out = {6'b0, rx_ready, ~tx_busy};
            default:          data_out = 8'h00;
        endcase
    end
endmodule
==> design/flow/run.sh <==
#!/bin/bash
# OpenROAD 26Q1-2900-gdf79404cd8, Yosys 0.63+post, stock flow scripts
make -C /OpenROAD-flow-scripts/flow DESIGN_CONFIG=/design/flow/config.mk WORK_HOME=/design/flow/orfs finish
==> design/flow/config.mk <==
export PLATFORM = sky130hd
export DESIGN_NAME = uart
export DESIGN_NICKNAME = uart
export VERILOG_FILES = /design/flow/design.v
export SDC_FILE = /design/flow/constraint.sdc
export NUM_CORES = 4
export LEC_CHECK = 1
export CORE_UTILIZATION = 30
==> design/flow/constraint.sdc <==
current_design uart

set clk_period 3.6
set clk_io_pct 0.2

create_clock -name clk0 -period $clk_period [get_ports {clk}]

set non_clock_inputs [all_inputs -no_clocks]
set_input_delay [expr $clk_period * $clk_io_pct] -clock clk0 $non_clock_inputs
set_output_delay [expr $clk_period * $clk_io_pct] -clock clk0 [all_outputs]
==> flow_metrics.py <==
# Metrics from the implementation run
metrics = {
    "outcome": {
        "status": "complete, no violations",
    },
    "yosys": {
        "async_reset_ff_frac": 0.1972,
        "avgSynthCellArea_um2": 11.21,
        "netlist_instances": 316,
        "yosysWarnings": 1,
        "ys_seq_frac": 0.5862,
        "yosysTopAreaCell": "edfxtp_1",
        "yosysUniqueCellTypes": 43,
        "ff_type": "edfxtp_1",
        "most_common_cell": "edfxtp_1",
        "top_cell_area_share": 0.4834,
        "ys_ff": 71,
        "ys_chip_area_um2": 3541,
        "synthTopCellsByCount": "edfxtp_1, nor2_1, nand2_1",
        "synth_area_um2": 3541,
        "ys_cells": 316,
        "top_cells_by_area": "edfxtp_1, dfstp_2, nor2_1",
        "edf_count": 57,
    },
    "finish": {
        "post-route-util": 0.3837,
        "area_growth_pct": 24.28,
        "drive_gt1_frac": 0.1141,
    },
    "job": {
        "cap_violations": 0,
        "warnings": 29,
    },
    "final_timing": {
        "hold_violations": 0,
        "min_period_ns": 3.313,
        "maxSlewViolCount": 0,
        "min_period_over_period": 0.9202,
        "worst_pin_slew_ns": 0.7280,
        "finalSetupTns_ns": 0,
        "setup_viol": 0,
        "fmax_ghz": 0.3019,
        "relSlewSlack": 0.5142,
        "fin_skew_ns": 0.01012,
        "rsz0062_at_grt": "no",
    },
    "critical_path": {
        "crit_cells": 7,
        "path_cells": "clkdlybuf4s50_1 -> nor4b_1 -> nand4_1 -> nor3b_1 -> buf_4 -> and2_1 -> clkdlybuf4s50_1",
        "cp_data_required_time_ns": 2.88,
        "worst-r2r-cell-count": 4,
        "cp-startpoint": "addr[5]",
        "cp_top_family": "buffers and inverters",
        "max_stage_delay_ns": 0.46,
        "r2r-start": "rx_div_cnt[2]",
        "critPathLaunchType": "input port",
        "path_common_cell": "clkdlybuf4s50_1",
        "critPathSlowestCell": "clkdlybuf4s50_1",
        "criticalPathCategory": "in2out",
        "cp.arrival_ns": 2.59,
        "cp_max_fo": 7,
        "endpoint_kind": "primary output",
        "path_buffers": 3,
    },
    "clock_tree": {
        "clockBufferDepth": 2,
        "ctsRootBufferMaster": "clkbuf_16",
        "cts.clk_slew.worst_paths_ns": 0.06,
        "cts_buffers": 9,
        "h-tree-depth": 3,
        "cts_hold_buf": 0,
        "cts_resized": 0,
        "cts.sinks": 71,
        "clock_latency_ns": 0.33,
        "post_cts_buffers": 0,
        "cts_tree": "built",
    },
    "die": {
        "core_area_um2": 11470,
        "ios": 38,
        "die_h_um": 110.6,
        "num_rows": 39,
        "die_w_um": 110.6,
        "die-area_um2": 12240,
        "initial_utilization": 0.3088,
    },
    "route": {
        "vias_per_cell": 4.920,
        "vias": 2514,
        "antenna-diode-count": 0,
        "dr.pass1.iters": 4,
        "avgRoutedWirePerCell_um": 12.64,
        "drc": 0,
        "first_iter_violations": 102,
        "ant_nets": 0,
        "routed_wl_mm": 6.457,
    },
    "global_routing": {
        "gr-total-overflow": 0,
        "track_usage": 0.1132,
        "grt_antenna_before_repair": 0,
        "grt_max_degree": 19,
        "grt_pass1_wl_mm": 11.11,
        "grt_pass1_vias": 2355,
    },
    "hold_path": {
        "min_from": "rx_shift[1]",
        "hold_depth": 0,
        "min_path_type": "reg2reg",
    },
    "place": {
        "io_buffers": 37,
        "place.gp.congestion": 0.8251,
        "dp_hpwl_mm": 4.443,
    },
    "pwr": {
        "p_leak_nw": 1.570,
        "ir_worst_vdd_mv": 0.2146,
        "cellPowerDensity_nw_per_um2": 424.6,
    },
}
==> logic make-up after synthesis <==
| family | count (synthesis) | synth area share |
|---|---|---|
| DFF | 71 | 0.5862 |
| muxes | 1 | 0.002827 |
| buffers and inverters | 23 | 0.02509 |
| and+or+nand+nor | 143 | 0.2205 |
| xor gates and xnor gates | 22 | 0.05442 |
| AOI/OAI and AO/OA | 48 | 0.08269 |
| adders and majority gates | 8 | 0.02827 |
==> where the power goes <==
part           switching (W)  internal [W]
combinational      0.0000362     0.0000491
sequential         0.0000190      0.000903
clock               0.000372      0.000489
==> sequential cells by signal, indices dropped and copies added (netlist names) <==
signal      flops
tx_shift       10
tx_busy         1
rx_bit_cnt      4
rx_div_cnt     16
tx_div_cnt     16
rx_shift        9
rx_ready        1
tx_bit_cnt      4
rx_data         8
tx              1
rx_busy         1
==> area by class of cell <==
type / instances / area, µm²
multi-input cells: 222 / 1376
clock buffers: 9 / 225.2
well taps: 143 / 178.9
repair buffers: 43 / 415.4
clock inverters: 7 / 68.82
fillers: 1078 / 7067
flip-flops and latches: 71 / 2076
inverters: 16 / 60.06
==> per-stage QoR <==
step,power [W],instance area (µm²),worst slack (ns),instances,hold slack (ns)
after floorplan,0.0009755,3541,0.9494,316,0.4003
after global placement,0.001023,4106,0.2765,495,0.4024
after detailed placement,0.001024,4106,0.2776,495,0.4045
after CTS,0.001903,4400,0.2562,511,0.4192
after global routing,0.001946,4400,0.1242,511,0.4439
final,0.001869,4400,0.2872,511,0.4186
==> final timing paths <==
kind | endpoint | slack (ns)
worst max register to register | rx_data[2] | 0.91
worst min register to register | rx_data[0] | 0.42
worst max-delay path | data_out[7] | 0.29
max in group asynchronous | tx_busy | 2.16
worst min-delay path | rx_data[0] | 0.42
min in group asynchronous | rx_busy | 0.99
==> placed cells by master (no fill, tap or decap), types with 8 or more instances in the layout <==
master,synthesis,routed
a21oi_1,16,16
nor2_1,39,39
clkbuf_16,0,9
edfxtp_1,57,57
nand2_1,24,24
nand4_1,12,12
dfstp_2,11,11
ha_1,8,8
inv_1,16,16
xor2_1,9,9
nand3_1,14,14
clkdlybuf4s50_1,0,37
o21ai_0,15,15
xnor2_1,13,13
==> worst reg2reg max path, stage by stage (launching register included) <==
cell and delay, ns:
edfxtp_1 0.47, or4_1 0.57, nor4_2 0.55, nand3_1 0.17
nor2_1 0.56
==> layer usage <==
metal	vias up	GRT usage	routed length, µm
met2	54	0.1714	2999
met4	0	0.01867	80
met1	1185	0.1778	3084
met5	-	0	0
met3	6	0.02574	294
li1	1269	-	-
Power is estimated from default activity; no workload was simulated.
